===== /design/flow/config.mk =====
export PLATFORM = sky130hd
export DESIGN_NAME = unrom_mapper
export DESIGN_NICKNAME = unrom_mapper
export VERILOG_FILES = /design/flow/design.v
export SDC_FILE = /design/flow/constraint.sdc
export NUM_CORES = 4
export LEC_CHECK = 1
export CORE_UTILIZATION = 30

===== /design/flow/constraint.sdc =====
current_design unrom_mapper

set clk_period 4.1
set clk_io_pct 0.2

create_clock -name clk0 -period $clk_period [get_ports {m2}]

set non_clock_inputs [all_inputs -no_clocks]
set_input_delay [expr $clk_period * $clk_io_pct] -clock clk0 $non_clock_inputs
set_output_delay [expr $clk_period * $clk_io_pct] -clock clk0 [all_outputs]

===== /design/flow/design.v =====
module unrom_mapper (
    input m2,
    output reg [7:0] dbg,
    output [7:0] cpu_bs,
    output cpu_oe,
    output cpu_ce,
    output cpu_ce_comp,
    output cpu_we,
    input [7:0] cpu_data,
    input m2dc,
    input cpu_rw,
    input romsel,
    input [14:12] cpu_addr,
    input [13:10] ppu_addr,
    output [9:0] ppu_bs,
    output ppu_we,
    output ciram_a10,
    output ciram_ce,
    input ppu_rd,
    output ppu_ce_comp,
    input ppu_wr,
    output ppu_oe,
    output ppu_ce,
    input reset_pin
);
    parameter MAPPER_INIT = 2'b00;
    parameter MAPPER_FLASH = 2'b01;
    parameter MAPPER_UNROM = 2'b10;
    parameter MAPPER_MMC1 = 2'b11;
    reg [3:0] boot_counter;
    reg booted;
    reg [7:0] cpu_bs_reg;
    reg vert_mirror;
    reg [1:0] mapper;
    wire unrom_cpu_enable;
assign unrom_cpu_enable = (~romsel);
wire [7:0] unrom_cpu_bs;
assign unrom_cpu_bs = cpu_addr[14] ? {6'b000111, cpu_addr[13:12]} :
                      {3'b000, cpu_bs_reg[4:2], cpu_addr[13:12]};
wire unrom_cpu_read;
assign unrom_cpu_read = ((~romsel) & cpu_rw);
wire unrom_vert_mirror;
assign unrom_vert_mirror = vert_mirror;
wire [9:0] unrom_ppu_bs;
assign unrom_ppu_bs = {7'b0000000, ppu_addr[12:10]};
task unrom_init;
    begin
        cpu_bs_reg[4:2] <= 3'b111;
        dbg <= 8'h07;
        vert_mirror <= cpu_data[7];
    end
endtask
task unrom_special;
    begin
        cpu_bs_reg[4:2] <= cpu_data[2:0];
        dbg <= cpu_data;
    end
endtask
    reg [4:0] mmc1_control;
reg [4:0] mmc1_buffer;
reg [4:0] mmc1_ppu_bank0;
reg [4:0] mmc1_ppu_bank1;
wire chr_8k_banking;
wire prg_low_switchable;
wire prg_high_switchable;
wire prg_32k_mode;
assign chr_8k_banking = ~(mmc1_control[4]);
assign prg_low_switchable = mmc1_control[3] & mmc1_control[2];
assign prg_high_switchable = mmc1_control[3] & (~mmc1_control[2]);
assign prg_32k_mode = ~mmc1_control[3];
wire mmc1_ramsel;
assign mmc1_ramsel = ((~m2dc) & romsel) & cpu_addr[14] & cpu_addr[13];
wire mmc_cpu_select;
assign mmc_cpu_select = ~mmc1_ramsel &
                        ((prg_low_switchable & (~cpu_addr[14])) |
                         (prg_high_switchable & cpu_addr[14]) |
                         prg_32k_mode);
wire [7:0] mmc1_cpu_bs;
assign mmc1_cpu_bs = mmc_cpu_select ? (
                            prg_32k_mode ? { 2'b00, cpu_bs_reg[5:3], cpu_addr[14:12]} :
                            { 2'b00, cpu_bs_reg[5:2], cpu_addr[13:12]}
                        ) :
                        mmc1_ramsel ? { 7'b0111111, cpu_addr[12]} :
                        { 2'b00, {4{cpu_addr[14]}}, cpu_addr[13:12]};
wire mmc1_cpu_enable;
assign mmc1_cpu_enable = (~romsel) | mmc1_ramsel;
wire mmc1_cpu_write;
assign mmc1_cpu_write = mmc1_ramsel & (~cpu_rw);
wire mmc1_cpu_read;
assign mmc1_cpu_read = cpu_rw & ((~romsel) | mmc1_ramsel);
wire mmc1_vert_mirror;
assign mmc1_vert_mirror = mmc1_control[1] & (~mmc1_control[0]);
wire [9:0] mmc1_ppu_bs;
assign mmc1_ppu_bs = chr_8k_banking ? {3'b000, mmc1_ppu_bank0[4:1], ppu_addr[12:10]} :
                     ppu_addr[12] ? {3'b000, mmc1_ppu_bank1[4:0], ppu_addr[11:10]} :
                     {3'b000, mmc1_ppu_bank0[4:0], ppu_addr[11:10]};
task mmc1_init;
    begin
        mmc1_control <= 5'b11101;
        cpu_bs_reg[5:2] <= 4'b1111;
        dbg <= 8'h0e;
    end
endtask
task mmc1_special;
    begin
        if (cpu_data[7]) begin
            mmc1_buffer <= 5'b10000;
        end else if (mmc1_buffer[0]) begin
            case (cpu_addr[14:13])
                2'b00: mmc1_control <= {cpu_data[0], mmc1_buffer[4:1]};
                2'b01: mmc1_ppu_bank0 <= {cpu_data[0], mmc1_buffer[4:1]};
                2'b10: mmc1_ppu_bank1 <= {cpu_data[0], mmc1_buffer[4:1]};
                2'b11: cpu_bs_reg[5:2] <= mmc1_buffer[4:1];
            endcase
            dbg[4:0] <= {cpu_data[0], mmc1_buffer[4:1]};
            dbg[7:6] <= cpu_addr[14:13];
            mmc1_buffer <= 5'b10000;
        end else begin
            mmc1_buffer[4:0] <= {cpu_data[0], mmc1_buffer[4:1]};
        end
    end
endtask
task mmc1_reset;
    begin
        mmc1_buffer <= 5'b10000;
        mmc1_control <= 4'h0;
        mmc1_ppu_bank0 <= 5'h00;
        mmc1_ppu_bank1 <= 5'h00;
    end
endtask
    assign cpu_bs = (mapper==MAPPER_FLASH) ? cpu_bs_reg :
                    (mapper==MAPPER_INIT) ? {5'b11111, cpu_addr[14:12]} :
                    (mapper==MAPPER_UNROM) ? unrom_cpu_bs :
                    (mapper==MAPPER_MMC1) ? mmc1_cpu_bs :
                    8'h00;
    wire cpu_enable;
    assign cpu_enable = (mapper==MAPPER_FLASH) ? (m2 & romsel) :
                        (mapper==MAPPER_INIT)  ? (~romsel) :
                        (mapper==MAPPER_UNROM) ? unrom_cpu_enable :
                        (mapper==MAPPER_MMC1) ? mmc1_cpu_enable :
                        1'b0;
    assign cpu_ce = cpu_enable;
    assign cpu_ce_comp = ~cpu_enable;
    wire cpu_write;
    assign cpu_we = ~cpu_write;
    assign cpu_write = (mapper==MAPPER_FLASH) ? (m2 & romsel & (~cpu_rw)) :
                       (mapper==MAPPER_MMC1) ? mmc1_cpu_write :
                       1'b0;
    wire cpu_read;
    assign cpu_oe = ~cpu_read;
    assign cpu_read = (mapper==MAPPER_FLASH) ? (m2 & romsel & cpu_rw) :
                      (mapper==MAPPER_INIT)  ? ((~romsel) & cpu_rw) :
                      (mapper==MAPPER_UNROM) ? unrom_cpu_read :
                      (mapper==MAPPER_MMC1) ? mmc1_cpu_read :
                      1'b0;
    wire special;
    assign special = (~romsel) & (~cpu_rw);
    wire ppu_writable;
    assign ppu_writable = (mapper==MAPPER_FLASH)|(mapper==MAPPER_UNROM)|(mapper==MAPPER_MMC1);
    assign ppu_bs = (mapper==MAPPER_MMC1) ? mmc1_ppu_bs :
                    (mapper==MAPPER_UNROM) ? unrom_ppu_bs :
                    {7'b0000000, ppu_addr[12:10]};
    assign ppu_we = ~(ppu_writable & (~ppu_wr));
    assign ppu_oe = ppu_rd;
    assign ciram_ce = ~(ppu_addr[13]);
    wire ppu_enabled;
    assign ppu_enabled = booted & (~ppu_addr[13]);
    assign ppu_ce = ppu_enabled;
    assign ppu_ce_comp = ~ppu_enabled;
    wire vert_mirror_select = (mapper==MAPPER_UNROM) ? unrom_vert_mirror :
                              (mapper==MAPPER_MMC1) ? mmc1_vert_mirror :
                              vert_mirror;
    assign ciram_a10 = vert_mirror_select ? ppu_addr[10] : ppu_addr[11];
    task init_special;
        begin
            if (cpu_data[6:0] == 7'b0000001) begin
                mapper <= MAPPER_UNROM;
                unrom_init;
            end else if (cpu_data[6:0] == 7'b0000010) begin
                mapper <= MAPPER_MMC1;
                mmc1_init;
            end else if (cpu_data == 8'he7) begin
                mapper <= MAPPER_FLASH;
                dbg <= cpu_data;
                vert_mirror <= 1'b0;
            end else begin
                vert_mirror <= cpu_data[7];
            end
        end
    endtask
    task flash_special;
        begin
            cpu_bs_reg <= cpu_data;
            dbg <= cpu_data;
        end
    endtask
    always @(negedge m2 or negedge reset_pin) begin
        if (reset_pin) begin
            if (!booted) begin
                if (boot_counter == 4'hf) begin
                    booted <= 1'b1;
                    dbg <= 8'hff;
                    cpu_bs_reg <= 8'hff;
                end else begin
                    booted <= 1'b0;
                    dbg <= 8'h00;
                    boot_counter <= boot_counter + 4'h1;
                end
                mapper <= MAPPER_INIT;
            end else if (special) begin
                case (mapper)
                    MAPPER_INIT:  init_special;
                    MAPPER_FLASH: flash_special;
                    MAPPER_UNROM: unrom_special;
                    MAPPER_MMC1:  mmc1_special;
                endcase
            end
        end else if (~reset_pin) begin
            booted <= 1'b0;
            dbg <= 8'h00;
            boot_counter <= 4'h0;
            mapper <= MAPPER_INIT;
            mmc1_reset;
        end
    end
endmodule

===== /design/flow/run.sh =====
#!/bin/bash
# OpenROAD 26Q1-2900-gdf79404cd8, Yosys 0.63+post, stock flow scripts
make -C /OpenROAD-flow-scripts/flow DESIGN_CONFIG=/design/flow/config.mk WORK_HOME=/design/flow/orfs finish

==> flow_summary_export.csv <==
group,metric,value,unit
grt,wire_length_of_the_first_global_routing_pass,13900,µm
synth,ys_top_cells_by_count,"sky130_fd_sc_hd__nand2_1, sky130_fd_sc_hd__dfrtn_1, sky130_fd_sc_hd__a21oi_1, sky130_fd_sc_hd__nor2_1, sky130_fd_sc_hd__o21ai_0",
drt,dr.pass1.iters,4,
power,total_leakage_power,0.00204,µW
grt,grt_max_degree,38,
floorplanning,fp_util,0.308,
placement,pre_cts_slack,-729,ps
synth,yosysCellCount,300,
cts,cts.hold.buffers_added,0,
critical_path,critical_path_start_end_classification,"flip-flop to output port",
layout,area_growth_syn_to_layout,60.6,%
floorplanning,die_w,99.1,µm
synth,seq_area_frac_synth,0.424,
critical_path,cp.arrival,3900,ps
drt,antenna_left,0,
synth,synth.top_cells.by_area,"sky130_fd_sc_hd__dfrtn_1, sky130_fd_sc_hd__edfxtp_1, sky130_fd_sc_hd__mux2_4",
placement,count_of_input_and_output_buffers,52,
drt,vias,2846,
placement,gp_congestion,0.904,
grt,first_global_vias,2742,
final_timing,number_of_max_slew_violations_in_the_final_report,0,
grt,grt.overflow.total,0,
power,post-layout-total-power,1600,µW
final_timing,fin_skew,65.9,ps
synth,synth_cells,300,
critical_path,cp_required,3280,ps
floorplanning,die_h,99.1,µm
hold_path,min-delay-path-class,"flip-flop to flip-flop",
synth,syn_area,2830,µm²
critical_path,setup.worst_path.end_class,"output port",
cts,cts_tree,"done",
synth,yosysMostFrequentCell,"sky130_fd_sc_hd__nand2_1",
placement,post-dp-hpwl,5950,µm
flow_run,maxCapViolCount,0,
flow_run,number_of_warning_messages_in_the_logs,34,
synth,synth.ff_latch_count,46,
final_timing,rsz0062_at_grt,"true",
critical_path,worstSetupStartpointType,"flip-flop",
drt,first_iter_violations,144,
synth,post_synth_num_cell_types,63,
power,power_density,351,nW/µm²
drt,drt_drc_violations_left,0,
synth,edf_count,9,
synth,post_synth.cell_area_avg,9.43,µm²
run_status,violations,"setup timing",
floorplanning,io-pin-count,58,
grt,grt_antenna_before_repair,0,
drt,detail_route.wl_per_cell,16.0,µm
critical_path,crit_fanout,2,
floorplanning,num_rows,35,
final_timing,totalNegativeSetupSlack,-8660,ps
power,worst_ir_drop_vdd,0.161,mV
layout,share_of_post_route_cells_with_drive_strength_above_1,0.446,
grt,grt.total_usage,0.189,
drt,route.antenna.diode_count,0,
final_timing,setup_viol,24,
synth,synth-area-yosys,2830,µm²
final_timing,final_hold_viol_count,0,
synth,yosysWarningCount,1,
drt,detailed_route_wl,9040,µm
floorplanning,dieArea,9820,µm²
synth,synth_area_leader_cell,"sky130_fd_sc_hd__dfrtn_1",
synth,asyncSetResetFlopFracSynth,0.804,
cts,insertion_delay,480,ps
run_status,outcome,"complete, but fails checks",
drt,drt-vias-per-instance,5.05,
cts,worst_setup_hold_path_clk_slew,60,ps
synth,postSynth.topFlopCell,"sky130_fd_sc_hd__dfrtn_1",
floorplanning,design.core.area,9200,µm²
final_timing,post-route-worst-setup-slack,-615,ps
synth,netlist.area_leader.share,0.310,
==> repair_timing <==
action,CTS,global route
resized,135,46
endpoints found under the setup margin,60,39
pin swaps,23,19
buffers inserted,26,17
==> layout make-up <==
cell class	instances	area (µm²)
fill	821	4650
inverter	8	32.5
clock buffer	23	260
timing repair buffer	137	1160
multi-input combinational	224	1660
tap	111	139
clock inverter	15	95.1
sequential	46	1200
==> report_power, final <==
group / leakage (µW) / internal [µW] / switching, µW
clock network: 0.000232 / 343 / 242
registers: 0.000526 / 522 / 37.2
logic: 0.00128 / 278 / 173
==> worst max-delay path: stages, from the launching register on <==
cell	delay (ps)
sky130_fd_sc_hd__dfrtn_1	450
sky130_fd_sc_hd__buf_6	110
sky130_fd_sc_hd__nor2b_4	150
sky130_fd_sc_hd__mux2i_1	250
sky130_fd_sc_hd__mux2_2	350
sky130_fd_sc_hd__buf_2	110
==> layout by cell type, fill, tap and decap left out, types with 5 or more instances in the layout <==
cell	instances
sky130_fd_sc_hd__nor2_1	12
sky130_fd_sc_hd__nand2_1	35
sky130_fd_sc_hd__buf_4	61
sky130_fd_sc_hd__nand4_1	5
sky130_fd_sc_hd__clkdlybuf4s50_1	10
sky130_fd_sc_hd__a21oi_1	9
sky130_fd_sc_hd__dlygate4sd2_1	14
sky130_fd_sc_hd__a21oi_2	10
sky130_fd_sc_hd__nand2b_1	10
sky130_fd_sc_hd__nand3_1	9
sky130_fd_sc_hd__buf_6	28
sky130_fd_sc_hd__inv_1	18
sky130_fd_sc_hd__o21ai_1	7
sky130_fd_sc_hd__edfxtp_1	9
sky130_fd_sc_hd__clkbuf_8	14
sky130_fd_sc_hd__dfrtn_1	35
sky130_fd_sc_hd__clkbuf_2	8
sky130_fd_sc_hd__o21a_1	5
sky130_fd_sc_hd__buf_2	14
sky130_fd_sc_hd__clkdlybuf4s15_1	5
sky130_fd_sc_hd__mux2_2	11
sky130_fd_sc_hd__nand2_2	7
sky130_fd_sc_hd__mux2_4	12
sky130_fd_sc_hd__o21ai_0	9
==> cell families after synthesis <==
logic type / share of synthesized area
and+or+nand+nor: 0.222
DFF: 0.424
muxes: 0.111
other: 0.00133
AOI/OAI and AO/OA: 0.168
adders and majority gates: 0.00442
xor gates and xnor gates: 0.0155
buffers and inverters: 0.0535
==> through the flow <==
step / instance area, µm² / utilization / cells / hold WS, ps
2_1_floorplan: 2850 / - / 302 / 415
3_3_place_gp: 3820 / 0.415 / 500 / 427
3_5_place_dp: 3820 / 0.415 / 500 / 436
4_1_cts: 4420 / 0.480 / 554 / 437
5_1_grt: 4540 / 0.494 / 564 / 451
6_report: 4540 / 0.494 / 564 / 432
==> path summary, 6_finish.rpt <==
path	from	end	slack (ps)	cells past startpoint
min reg2reg	boot_counter[3]$_DFFE_NN0P_	boot_counter[3]$_DFFE_NN0P_	430	1
max	mapper[3]$_DFF_NN0_	ciram_a10	-620	5
max in group asynchronous	reset_pin	mmc1_buffer[4]$_DFFE_NN1P_	1210	2
max reg2reg	mapper[0]$_DFF_NN1_	dbg[1]$_DFFE_NN0P_	1790	9
min in group asynchronous	reset_pin	mmc1_ppu_bank1[3]$_DFFE_NN0P_	2460	2
min	boot_counter[3]$_DFFE_NN0P_	boot_counter[3]$_DFFE_NN0P_	430	1
==> layer usage <==
layer,up-vias,GRT usage,routed length [µm]
li1,1378,-,-
met1,1354,0.277,4240
met2,101,0.282,4130
met3,13,0.0572,561
met4,0,0.0475,114
met5,-,0,0
Power and IR drop assume default switching activity.
